<file path="flow/config.mk">
export PLATFORM = sky130hd
export DESIGN_NAME = axi_rd
export DESIGN_NICKNAME = axi_rd
export VERILOG_FILES = /design/flow/design.v
export SDC_FILE = /design/flow/constraint.sdc
export NUM_CORES = 4
export LEC_CHECK = 1
export CORE_AREA = 10 10 114 114
export DIE_AREA = 0 0 124 124
</file>
<file path="flow/run.sh">
#!/bin/bash
# OpenROAD 26Q1-2900-gdf79404cd8, Yosys 0.63+post, stock flow scripts
make -C /OpenROAD-flow-scripts/flow DESIGN_CONFIG=/design/flow/config.mk WORK_HOME=/design/flow/orfs finish
</file>
<file path="flow/design.v">
module axi_rd #(
	parameter AXI_RD_ID_WIDTH = 8,
	parameter AXI_RD_ADDR_WIDTH = 32,
	parameter AXI_RD_BUS_WIDTH = 32,
	parameter AXI_RD_MAX_BURST_LEN = 1
)(
	input clock,
	input reset_n,
	input enable,
	input [AXI_RD_ID_WIDTH-1:0] id,
	input [AXI_RD_ADDR_WIDTH-1:0] addr,
	output reg [AXI_RD_MAX_BURST_LEN*AXI_RD_BUS_WIDTH-1:0] data,
	input [3:0] burst_len,
	input [2:0] burst_size,
	input [1:0] burst_type,
	input [1:0] lock,
	input [3:0] cache,
	input [2:0] prot,
	input [4:0] user,
	output reg [1:0] status,   
	output [AXI_RD_ID_WIDTH-1:0] ar_id,
	output [AXI_RD_ADDR_WIDTH-1:0] ar_addr,
	output [3:0] ar_len,
	output [2:0] ar_size,
	output [1:0] ar_burst,
	output [1:0] ar_lock,
	output [3:0] ar_cache,
	output [2:0] ar_prot,
	output [4:0] ar_user,
	output reg ar_valid,
	input ar_ready,
	input [AXI_RD_ID_WIDTH-1:0] r_id,
	input [AXI_RD_BUS_WIDTH-1:0] r_data,
	input r_last,
	input [1:0] r_resp,
	input r_valid,
	output reg r_ready
);
	reg [3:0] burst_count;
	reg error;
	assign ar_id = id;                          
	assign ar_addr = addr;                      
	assign ar_len = burst_len;                  
	assign ar_size = burst_size;                
	assign ar_burst = burst_type;
	assign ar_lock = lock;
	assign ar_cache = cache;
	assign ar_prot = prot;
	assign ar_user = user;
	always @ (posedge clock or negedge reset_n) begin
		if(!reset_n) begin
			ar_valid <= 0;
			r_ready <= 0;
			status <= 0;
		end
		else begin
			if(enable && !status) begin
				burst_count <= 0;
				error <= 0;
				status <= 1;
				ar_valid <= 1;   
			end
			if(ar_valid && ar_ready) begin   
				ar_valid <= 0;
				r_ready <= 1;   
			end
			if(r_ready && r_valid) begin   
				data[burst_count*AXI_RD_BUS_WIDTH +: AXI_RD_BUS_WIDTH] <= r_data;
				if(r_last || burst_count >= ar_len) begin   
					status <= (r_resp >= 2'b10 || error) ? 3 : 2;   
					r_ready <= 0;
				end
				else begin
					if(r_resp >= 2'b10) error <= 1;   
				end
				burst_count <= burst_count + 1;
			end
			if(status >= 2) begin
				status <= 0;
			end
		end
	end
endmodule
</file>
<file path="flow/constraint.sdc">
current_design axi_rd

set clk_period 5.3
set clk_io_pct 0.2

create_clock -name clk0 -period $clk_period [get_ports {clock}]

set non_clock_inputs [all_inputs -no_clocks]
set_input_delay [expr $clk_period * $clk_io_pct] -clock clk0 $non_clock_inputs
set_output_delay [expr $clk_period * $clk_io_pct] -clock clk0 [all_outputs]
</file>
==> impl_metrics.json <==
{
  "use_met1_pct": 9.35,
  "drive_above_1_share_pct": 20.8,
  "h-tree-depth": 2,
  "ir_drop_uv": 135,
  "rsz0062_at_grt": "false",
  "numCtsBuffers": 5,
  "dpl_cell_area_um2": 3000,
  "cts_max_path_buffers": 2,
  "routedWlPerCell_um": 15.0,
  "crit_type": "in2out",
  "cpMaxStageDelayCell": "clkdlybuf4s50_1",
  "setup_viol_count_final": 0,
  "grt_pass1_wl_um": 7620,
  "grt_util_met3_pct": 2.48,
  "min_period_ps": 3070,
  "ys_ff": 41,
  "syn_area_per_cell_um2": 13.5,
  "status": "completed",
  "setup.worst_path.start": "burst_len[0]",
  "gp_congestion": 0.764,
  "via_per_inst": 3.98,
  "cts_tree": "yes",
  "clk_pin_slew_ps": 80,
  "synthCells": 187,
  "r2r_cells": 7,
  "clock_latency_ps": 290,
  "yosysUniqueCellTypes": 26,
  "max_stage_delay_ps": 480,
  "worstReg2RegEnd": "data[11]",
  "worst_slew_pin_slew_ps": 607,
  "final.setup.worst_slack_ps": 2230,
  "grt_usage_pct": 6.26,
  "finalInstanceArea_um2": 3110,
  "reg2reg_from": "burst_count[0]",
  "drc": 0,
  "grt.met2_usage_pct": 8.38,
  "max_cap_violations": 0,
  "path_max_fanout": 2,
  "grt_pass1_vias": 1343,
  "post_cts_buffers": 0,
  "io_buffers": 82,
  "yosys.stat.seqShare_pct": 47.8,
  "yosys_warnings": 1,
  "crit_path_start_kind": "input pin",
  "die_y_um": 124,
  "cp_num_buf_inv": 2,
  "cp_common_cell": "clkdlybuf4s50_1",
  "cts_sinks": 41,
  "endpoint": "ar_len[0]",
  "fmax_mhz": 325,
  "pre_cts_slack_ps": 2200,
  "row_count": 37,
  "grt_max_degree": 33,
  "hp-class": "reg2reg",
  "cp.arrival_ps": 2010,
  "crit_cells": 2,
  "synth_chip_area_um2": 2530,
  "clock-skew-final_ps": 4.80,
  "finalSetupTns_ps": 0,
  "fp.dieW_um": 124,
  "drt.antenna.violating_nets": 0,
  "pin_count": 210,
  "r2r_slack_ps": 2580,
  "ctsHoldBuffers": 0,
  "antenna_cells": 0,
  "hold_viol": 0,
  "vias": 1385,
  "cp-end-kind": "primary output",
  "gr-total-overflow": 0,
  "dp_hpwl_um": 3930,
  "finalCritPeriodShare_pct": 58.0,
  "wl_um": 5230,
  "drt_pass1_iterations": 4,
  "busiest_layer": "met1",
  "postCtsResizedCells": 0,
  "antenna_found_initial": 0,
  "path_cells": "clkdlybuf4s50_1 > clkdlybuf4s50_1",
  "chipArea_um2": 15400,
  "core-area_um2": 10400,
  "drv_slew": 0,
  "relSlewSlack_pct": 59.1,
  "fp-utilization_pct": 24.3,
  "synth_area_um2": 2530,
  "areaGrowthSynthToFinish_pct": 22.8,
  "cp.required_ps": 4240,
  "ys_cells": 187,
  "clockRootBuffer": "clkbuf_8",
  "cellLeakagePower_nw": 1.23,
  "power_density_nw_per_um2": 276,
  "path_delay_family": "buffers and inverters",
  "tool_warnings": 35,
  "drt_iter0_drc": 65
}
[cell families after synthesis]
logic type / count (synthesis) / synth area share, %
buf+inv: 73 / 22.4
simple gates: 25 / 4.99
compound gates: 6 / 1.63
xor+xnor: 2 / 0.691
fa+ha+maj: 7 / 3.46
mux: 33 / 19.1
flops: 41 / 47.8
[per-stage QoR]
stage,power (W),util [%],std cells,hold slack (ps)
after global routing,0.000914,29.9,348,531
after CTS,0.000880,29.9,348,494
after floorplan,0.000526,-,187,425
final,0.000860,29.9,348,491
after global placement,0.000616,28.8,340,469
after detailed placement,0.000617,28.8,340,480
[layout make-up]
cell class / count / area [um^2]
Clock buffer: 5 / 68.8
Fill cell: 1025 / 7300
Tap cell: 136 / 170
Clock inverter: 3 / 46.3
Inverter: 6 / 22.5
Sequential cell: 41 / 1210
Timing Repair Buffer: 84 / 836
Multi-Input combinational cell: 73 / 757
[power by group]
group          leakage [nW]  switching, W  total, W  internal [W]
clock                0.0543      0.000113  0.000254      0.000141
combinational         0.786     0.0000567  0.000178      0.000121
sequential            0.389     0.0000271  0.000429      0.000402
total                  1.23      0.000197  0.000860      0.000663
[layout by cell type (no fill, tap or decap), types with 2 or more instances in the layout]
master           count
ha_1                 7
nor3_1               3
xnor2_1              2
edfxtp_1            37
clkdlybuf4s50_1     82
dfrtp_1              4
buf_4                2
clkbuf_8             5
mux2_4              30
inv_1                6
mux2_2               2
or3_1                2
a21oi_1              2
nor2_1               8
and3_1               2
nand2_1              4
[worst min path at each step]
stage	start	end	slack (ps)	depth (start not counted)
global route	status[1]	status[1]	530	1
CTS	status[1]	status[1]	490	1
finish	status[1]	status[1]	490	1
[cells in the mapped netlist]
cell,number,share of area [%]
xnor2_1,2,0.69
nand2_1,4,0.59
mux2i_1,1,0.40
dfrtp_1,4,4.0
inv_1,6,0.89
ha_1,7,3.5
o21a_1,1,0.30
mux2_4,30,18
mux2_2,2,0.89
nor3_1,3,0.59
nor3_2,1,0.40
nand3_1,1,0.20
buf_6,1,0.44
a211oi_1,1,0.30
or4_1,1,0.30
a21oi_1,2,0.40
nand4_1,1,0.25
or3_1,3,0.74
and3_1,2,0.49
a21boi_0,1,0.30
o2111ai_1,1,0.35
edfxtp_1,37,44
buf_12,3,2.4
buf_4,63,19
nor2_1,8,1.2
nand2b_1,1,0.25
[worst reg2reg max path, stage by stage, from the launching register on]
cell and delay (ps):
edfxtp_1 470, inv_1 100, ha_1 330, nor2_1 100
nand4_1 90, or3_2 690, buf_4 360, mux2_4 340
[sequential cells by signal, summed over array words and instances (netlist names)]
name / cells
burst_count: 4
status: 2
data: 32
error: 1
r_ready: 1
ar_valid: 1
[per-layer routing]
metal | share of wire [%] | wire length [um] | vias to the layer above
met1 | 46 | 2410 | 638
met5 | 0 | 0 | -
met2 | 40 | 2120 | 82
met3 | 12 | 612 | 27
met4 | 1.7 | 91 | 0
li1 | - | - | 638
Power figures rest on the tool's default switching activity, not on a simulated workload.
