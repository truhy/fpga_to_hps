## design.v

```verilog
module axi_wr #(
	parameter AXI_WR_ID_WIDTH = 8,
	parameter AXI_WR_ADDR_WIDTH = 32,
	parameter AXI_WR_BUS_WIDTH = 32,
	parameter AXI_WR_MAX_BURST_LEN = 1
)(
	input clock,
	input reset_n,
	input enable,
	input [AXI_WR_ID_WIDTH-1:0] id,
	input [AXI_WR_ADDR_WIDTH-1:0] addr,
	input [AXI_WR_MAX_BURST_LEN*AXI_WR_BUS_WIDTH-1:0] data,
	input [3:0] burst_len,
	input [2:0] burst_size,
	input [1:0] burst_type,
	input [1:0] lock,
	input [3:0] cache,
	input [2:0] prot,
	input [4:0] user,
	input [AXI_WR_BUS_WIDTH/8-1:0] strb,
	output reg [1:0] status,   
	output [AXI_WR_ID_WIDTH-1:0] aw_id,
	output [AXI_WR_ADDR_WIDTH-1:0] aw_addr,
	output [3:0] aw_len,
	output [2:0] aw_size,
	output [1:0] aw_burst,
	output [1:0] aw_lock,
	output [3:0] aw_cache,
	output [2:0] aw_prot,
	output [4:0] aw_user,
	output reg aw_valid,
	input aw_ready,
	output [AXI_WR_ID_WIDTH-1:0] w_id,
	output [AXI_WR_BUS_WIDTH-1:0] w_data,
	output [AXI_WR_BUS_WIDTH/8-1:0] w_strb,
	output reg w_last,
	output reg w_valid,
	input w_ready,
	input [AXI_WR_ID_WIDTH-1:0] b_id,
	input [1:0] b_resp,
	input b_valid,
	output reg b_ready
);
	reg [3:0] burst_count;
	assign aw_id = id;                          
	assign aw_addr = addr;                      
	assign aw_len = burst_len;                  
	assign aw_size = burst_size;                
	assign aw_burst = burst_type;
	assign aw_lock = lock;
	assign aw_cache = cache;
	assign aw_prot = prot;
	assign aw_user = user;
	assign w_id = id;
	assign w_strb = strb;
	assign w_data = data[burst_count*AXI_WR_BUS_WIDTH +: AXI_WR_BUS_WIDTH];
	always @ (posedge clock or negedge reset_n) begin
		if(!reset_n) begin
			aw_valid <= 0;
			w_valid <= 0;
			b_ready <= 0;
			w_last <= 0;
			status <= 0;
		end
		else begin
			if(enable && !status) begin
				burst_count <= 0;
				status <= 1;
				aw_valid <= 1;   
			end
			if(aw_valid && aw_ready) begin   
				aw_valid <= 0;
				if(burst_count == aw_len) begin
					w_last <= 1;
					b_ready <= 1;
				end
				w_valid <= 1;   
			end
			if(w_valid && w_ready) begin   
				if(w_last && b_ready) begin
					w_last <= 0;
					w_valid <= 0;
				end
				else begin
					if((burst_count + 1) == aw_len) begin
						w_last <= 1;
						b_ready <= 1;
					end
					burst_count <= burst_count + 1;
				end
			end
			if(b_ready && b_valid) begin   
				status <= (b_resp >= 2'b10) ? 3 : 2;   
				b_ready <= 0;
			end
			if(status >= 2) begin
				status <= 0;
			end
		end
	end
endmodule
```

## run.sh

```bash
#!/bin/bash
# OpenROAD 26Q1-2900-gdf79404cd8, Yosys 0.63+post, stock flow scripts
make -C /OpenROAD-flow-scripts/flow DESIGN_CONFIG=/design/flow/config.mk WORK_HOME=/design/flow/orfs finish
```

## config.mk

```make
export PLATFORM = sky130hd
export DESIGN_NAME = axi_wr
export DESIGN_NICKNAME = axi_wr
export VERILOG_FILES = /design/flow/design.v
export SDC_FILE = /design/flow/constraint.sdc
export NUM_CORES = 4
export LEC_CHECK = 1
export CORE_AREA = 10 10 96 96
export DIE_AREA = 0 0 106 106
```

## constraint.sdc

```tcl
current_design axi_wr

set clk_period 2.9
set clk_io_pct 0.2

create_clock -name clk0 -period $clk_period [get_ports {clock}]

set non_clock_inputs [all_inputs -no_clocks]
set_input_delay [expr $clk_period * $clk_io_pct] -clock clk0 $non_clock_inputs
set_output_delay [expr $clk_period * $clk_io_pct] -clock clk0 [all_outputs]
```

==> Slide: Implementation Results <==
Synthesis and Place & Route Summary

Run status
  – Status: complete, no violations

Power
  – Static Leak: 0.665 nW
  – Register share of total power: 0.279
  – Combinational group share of total power: 0.571
  – Peak VDD IR: 0.378 mV
  – Sw Ratio: 0.298
  – PwrDens: 551 mW/mm2
  – Clock power share: 0.150
  – Int Pwr: 0.000680 W
  – Switching power: 0.000288 W

Yosys
  – Number of enable flip-flop cells: 4
  – Leading area contributor after synthesis: buf_4
  – Mapped Area: 0.00132 mm2
  – # Cells Yosys: 167
  – Netlist cell types: 21
  – Avg Cell Area, Syn: 7.87 um2
  – Main flop type: dfrtp_1
  – Commonest cells post-synth: buf_4, and2_1, nand2_1
  – Max-area cell share: 0.428
  – Synth Instances: 167
  – Synthesis-stage register bit count: 10
  – Ys Warns: 1
  – Most common cell in the netlist: buf_4
  – Sequential area share after synthesis: 0.206
  – Async SR Flop Fraction: 0.600
  – Biggest area cells: buf_4, and2_1, dfrtp_1
  – Yosys stat area: 0.00132 mm2

Worst setup path
  – Crit path from: burst_count[0]
  – Crit-path leading delay family: buffers and inverters
  – Worst path buffer plus inverter count: 2
  – CP Capture Type: primary output
  – CP max stage cell: clkdlybuf4s50_1
  – Reg-to-reg endpoint: b_ready
  – Crit path kind: reg -> out
  – Worst setup SP type: flop
  – Critical Path End: w_data[22]
  – Crit-path max FO: 32
  – Worst R2R Start: burst_count[0]
  – Crit path cell chain: nor2_1 > buf_4 > and2_1 > clkdlybuf4s50_1
  – CP peak stage delay: 0.53 ns
  – Crit path DAT: 1.78 ns
  – Instance count on the critical path: 4
  – Flop-to-flop setup slack: 1.34 ns
  – Required time of the critical path: 2.32 ns
  – R2r worst-path depth: 5

Final timing
  – Max Slew Vio Count: 0
  – Least-Margin Pin Slew: 0.463 ns
  – F_max: 423 MHz
  – Setup TNS: 0 ns
  – Min Tclk post-route: 2.36 ns
  – Final setup viols: 0
  – Max_slew headroom: 0.690
  – RSZ-0062 raised after global routing: no
  – Period utilization: 0.815
  – Final Hold Viols: 0
  – Clk_skew: 0.00393 ns

Route
  – DRT Pass-1 Iters: 4
  – Per-cell routed wire length: 14.9 um
  – N_diodes: 0
  – Final ANT Viol Nets: 0
  – Via/cell ratio: 3.71
  – # DRC: 0
  – Total vias in the final route: 1,028
  – Routed wire length: 4130 um
  – Initial DRC count: 43

Placement
  – Placed Area: 0.00171 mm2
  – GP Congestion: 0.766
  – Dpl hpwl: 3540 um
  – Port bufs: 84

Clock tree
  – Hold buffers post-CTS: 0
  – CTS Buf Count: 3
  – Maximum clock insertion buffer count: 2
  – Sink Count: 10
  – TritonCTS clock tree: built
  – CTS clk-pin slew, worst paths: 0.05 ns
  – Total setup buffers inserted after CTS: 0
  – Root Buffer: clkbuf_8
  – H-tree depth: 1
  – Post-CTS sizing: 0
  – Latency at later pin: 0.23 ns

Die
  – Die Span X: 106 um
  – Full die area: 0.0112 mm2
  – Die height: 106 um
  – Core utilization at floorplan: 0.182
  – Core Footprint: 0.00721 mm2
  – I/O pins: 228
  – Row cnt: 31

Cells and area
  – Fin area: 0.00176 mm2
  – Synth-to-layout area growth: 33.7%
  – Share of layout cells above drive strength 1: 0.0225
  – Core Util, Final: 0.244

Hold path
  – Worst min path class: reg -> reg

GRT
  – GRT overflow: 0
  – Vias in the first global route: 1,049
  – Largest net degree at the start of global routing: 33
  – Global-route wire length before repair: 6150 um
  – GRT Total Usage: 0.0685
  – Initial antenna violation count: 0

Flow run
  – Tool Warnings: 34
  – Max-cap violations: 0
## per-layer routing
| metal | part of all wire | global-route usage | vias up |
|---|---|---|---|
| met5 | 0 | 0 | - |
| met4 | 0.013 | 0.0135 | 0 |
| met3 | 0.18 | 0.0606 | 14 |
| met2 | 0.42 | 0.0963 | 94 |
| met1 | 0.38 | 0.0768 | 442 |
| li1 | - | - | 478 |
## flip-flops by register name, indices dropped and copies added (netlist names)
signal and flops:
aw_valid 1, b_ready 1, burst_count 4, status 2
w_last 1, w_valid 1
## final cells by class
class                   instances  area, um2
well taps                      99        124
fillers                       796       5460
flip-flops and latches         10        270
clock buffers                   4       45.0
repair buffers                 85        848
multi-input cells              75        455
inverters                       4       15.0
## stage by stage
stage / instances / hold WS [ns] / power (W) / setup slack (ns)
2_1_floorplan: 167 / 0.284 / 0.000528 / 1.35
3_3_place_gp: 273 / 0.468 / 0.000836 / 0.667
3_5_place_dp: 273 / 0.475 / 0.000839 / 0.657
4_1_cts: 277 / 0.484 / 0.000992 / 0.511
5_1_grt: 277 / 0.512 / 0.00107 / 0.423
6_report: 277 / 0.486 / 0.000968 / 0.538
## placed cells by master (no fill, tap or decap), drive strengths merged
| cell | n |
|---|---|
| clkbuf | 4 |
| a31oi | 3 |
| nor2 | 7 |
| nand2 | 9 |
| nand4 | 2 |
| dfrtp | 6 |
| a21o | 1 |
| nand3 | 2 |
| a21oi | 2 |
| o21bai | 1 |
| edfxtp | 4 |
| xnor2 | 5 |
| clkdlybuf4s50 | 84 |
| buf | 1 |
| xor2 | 3 |
| mux2i | 1 |
| inv | 4 |
| and2 | 32 |
| o21ai | 4 |
| a32oi | 1 |
| nor3b | 1 |
| ha | 1 |
## power by group through the flow
stage	Clock (W)	Sequential [W]	Combinational, W
CTS	0.000150	0.000271	0.000571
global route	0.000162	0.000282	0.000625
finish	0.000146	0.000270	0.000553
## cell families after synthesis
family / after synthesis / share of synthesized area
adder cells (fa/ha/maj): 1 / 0.00951
multiplexers: 1 / 0.00761
AND/OR/NAND/NOR: 53 / 0.221
buffers and inverters: 82 / 0.448
AND-OR/OR-AND: 12 / 0.0552
XOR/XNOR: 8 / 0.0533
flip-flops: 10 / 0.206
## how the worst min path moves through the flow
stage / startpoint / endpoint / slack (ns) / depth (start not counted)
finish: status[1] / status[0] / 0.49 / 1
CTS: status[1] / status[0] / 0.48 / 1
global route: status[1] / status[0] / 0.51 / 1
No activity file was given, so power comes from the tool's default toggle rates.
