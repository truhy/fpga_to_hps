File: config.mk
export PLATFORM = sky130hd
export DESIGN_NAME = debounce
export DESIGN_NICKNAME = debounce
export VERILOG_FILES = /design/flow/design.v
export SDC_FILE = /design/flow/constraint.sdc
export NUM_CORES = 4
export LEC_CHECK = 1
export CORE_AREA = 10 10 109 109
export DIE_AREA = 0 0 119 119
File: constraint.sdc
current_design debounce

set clk_period 5.2
set clk_io_pct 0.2

create_clock -name clk0 -period $clk_period [get_ports {clk}]

set non_clock_inputs [all_inputs -no_clocks]
set_input_delay [expr $clk_period * $clk_io_pct] -clock clk0 $non_clock_inputs
set_output_delay [expr $clk_period * $clk_io_pct] -clock clk0 [all_outputs]
File: design.v
module clk_div
#(
	parameter CLK_CNT_WIDTH = 16
)(
	input rst_n,
	input clk,
	input [CLK_CNT_WIDTH-1:0] div,
	output reg clk_out
);
	reg [CLK_CNT_WIDTH-1:0] counter;
	always @ (posedge clk or negedge rst_n) begin
		if(!rst_n) begin
			counter <= 0;
			clk_out <= 0;
		end else if(counter == div) begin
			counter <= 0;
			clk_out <= ~clk_out;
		end else begin
			counter <= counter + 1;
		end
	end
endmodule
module debounce
#(
	parameter CLK_CNT_WIDTH = 24,
	parameter SW_WIDTH = 1
)(
	input rst_n,
	input clk,
	input [CLK_CNT_WIDTH-1:0] div,
	input [SW_WIDTH-1:0] sw_in,
	output reg [SW_WIDTH-1:0] sw_out,
	output slow_clk_out
);
	clk_div
	#(.CLK_CNT_WIDTH(CLK_CNT_WIDTH))
	clk_div_inst(
		.rst_n(rst_n),
		.clk(clk),
		.div(div),
		.clk_out(slow_clk_out)
	);
	always @ (posedge clk or negedge rst_n) begin
		if(!rst_n) begin
			sw_out <= 0;
		end else if(slow_clk_out) begin
			sw_out <= sw_in;
		end
	end
endmodule
File: run.sh
#!/bin/bash
# OpenROAD 26Q1-2900-gdf79404cd8, Yosys 0.63+post, stock flow scripts
make -C /OpenROAD-flow-scripts/flow DESIGN_CONFIG=/design/flow/config.mk WORK_HOME=/design/flow/orfs finish
==> results_dict.tcl <==
# collected from the flow reports
set metrics [dict create \
    io_pins 29 \
    firstDrtPassIters 4 \
    cts_tree "done" \
    cts_max_level 1 \
    cpLargestDelayFamily "simple AND/OR/NAND/NOR gates" \
    synthesis.area_um2 1500 \
    insertion_delay_ns 0.27 \
    path_buffers 2 \
    gp_congestion 0.859 \
    ys_cells 152 \
    antenna_found_initial 0 \
    crit_path_end_kind "flop" \
    min_period_ns 2.72 \
    post_cts_buffers 0 \
    dp_hpwl_um 2960 \
    netlist_instances 152 \
    rows 36 \
    worst_r2r_path_depth 6 \
    cp.arrival_ns 2.88 \
    die-area_um2 14200 \
    fin_ws_ns 2.48 \
    ys_ff 26 \
    cts-hold-fix-buffers 0 \
    cp.depth 7 \
    cts_resized 0 \
    drt_iter0_markers 50 \
    drive_gt1_share_pct 6.01 \
    overflow 0 \
    ir_drop_mv 0.138 \
    grt_pass1_wl_um 6160 \
    grt_usage_pct 5.36 \
    cp-start-kind "input port" \
    drtAntennaViolNets 0 \
    root_buffer "clkbuf_8" \
    max_clock_freq_mhz 368 \
    clock_path_buffers 2 \
    antennaDiodeCount 0 \
    ys_seq_share_pct 43.3 \
    yosysUniqueCellTypes 23 \
    crit_slowest_cell "clkdlybuf4s50_1" \
    final-setup-viol-count 0 \
    worstSetupPathType "input port to flop" \
    core_area_um2 9640 \
    period_used_pct 52.3 \
    status "completed" \
    synth-area-yosys_um2 1500 \
    fin_worst_skew_ns 0.00554 \
    tightestPinTransition_ns 0.368 \
    clkSlewWorstSetupHoldPaths_ns 0.09 \
    cts-buffers-inserted 3 \
    grt_pass1_vias 1161 \
    num-fill-cells 1073 \
    avgSynthCellArea_um2 9.88 \
    drc 0 \
    path_cells "clkdlybuf4s50_1 -> xor2_1 -> nor4_1 -> nand4_1 -> nor3_4 -> buf_4 -> nor2b_1" \
    die_w_um 119 \
    maxSlewHeadroom_pct 75.4 \
    drv_slew 0 \
    setup_tns_ns 0 \
    viasPerCell 3.61 \
    whs_path_depth 1 \
    grt_max_degree 27 \
    clock-sinks 26 \
    drt-total-wl_um 3710 \
    num_vias 1141 \
    die_height_um 119 \
    leakagePower_nw 0.807 \
    fp-utilization_pct 15.6 \
    min_path_type "flop to flop" \
    finalHoldViolCount 0 \
    dp_slack_ns 2.16 \
    log.warning_count 25 \
    grt_setup_unrepaired "false" \
    wire_per_inst_um 11.7 \
    crit_path_max_incr_delay_ns 0.44 \
    cp.required_ns 5.36 \
    cap_violations 0 \
    pwr_density_cell_nw_per_um2 204 \
    port_buffers 28 \
    yosys_warnings 2 \
    syn2layout_area_growth_pct 33.7 \
    crit_fanout 17 \
]
-- report_power, final --
group / internal (W) / switching, W
sequential: 0.000202 / 0.000000116
clock: 0.000103 / 0.0000671
combinational: 0.0000228 / 0.0000140
-- cells in the mapped netlist (all sizes together) --
master,n,area share (%)
buf,2,1.5
nand3,8,3.0
inv,5,1.3
and4,2,1.3
mux2,1,0.75
nor3,9,3.8
and3,2,0.83
dfrtp,26,43
ha,1,0.83
nor4,6,2.5
clkbuf,1,0.33
or3,1,0.42
nand2,5,1.3
nand4,7,3.9
nor2b,1,0.42
nor2,27,6.8
xnor2,24,14
and2,1,0.42
xor2,23,13
-- cell type report --
cell class	instances	area, µm²	share of cell area (%)
clock buffer	3	41.3	2.06
clock inverter	1	30.0	1.50
inverter	5	18.8	0.935
multi-input combinational	118	805	40.1
sequential	26	651	32.4
tap	133	166	8.29
timing repair buffer	30	295	14.7
-- state kept, by name (all words and copies together), names as in the netlist --
| name | cells |
|---|---|
| clk_div_inst.counter | 24 |
| clk_div_inst.clk_out | 1 |
| sw_out | 1 |
-- per-layer routing --
layer	wire (µm)	global-route usage (%)	vias to the layer above
li1	-	-	571
met5	0	0	-
met3	323	1.97	2
met4	10	0.229	0
met1	1700	7.46	537
met2	1680	8.23	31
-- layout by cell type, fill, tap and decap left out, drive strengths merged, types with 2 or more instances in the layout --
master and instances:
and3 2, and4 2, buf 2, clkbuf 3
clkdlybuf4s50 28, dfrtp 26, inv 5, nand2 5
nand3 8, nand4 7, nor2 27, nor3 9
nor4 6, xnor2 24, xor2 23
-- final timing paths --
check / start / end / slack, ns
worst max-delay path: div[20] / clk_div_inst.counter[1] / 2.48
worst min-delay path: sw_out / sw_out / 0.52
worst max register to register: clk_div_inst.counter[2] / clk_div_inst.counter[1] / 3.25
worst min register to register: sw_out / sw_out / 0.52
max in group asynchronous: rst_n / clk_div_inst.counter[15] / 3.81
min in group asynchronous: rst_n / clk_div_inst.counter[9] / 1.13
-- logic make-up after synthesis --
| group | synth area share [%] |
|---|---|
| muxes | 0.750 |
| xor gates and xnor gates | 27.4 |
| and+or+nand+nor | 24.6 |
| DFF | 43.3 |
| buffers and inverters | 3.08 |
| adders and majority gates | 0.833 |
-- per-stage QoR --
stage	util, %	total power [W]	instances	instance area [µm²]	hold slack (ns)
3_5_place_dp	20.1	0.000244	312	1940	0.501
4_1_cts	20.8	0.000414	316	2010	0.525
5_1_grt	20.8	0.000424	316	2010	0.556
2_1_floorplan	-	0.000214	152	1500	0.450
6_report	20.8	0.000409	316	2010	0.519
3_3_place_gp	20.1	0.000244	312	1940	0.507
Power figures rest on the tool's default switching activity, not on a simulated workload.
